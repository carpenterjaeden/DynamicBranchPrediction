<file path="design/flow/run.sh">
#!/bin/bash
# OpenROAD 26Q1-2900-gdf79404cd8, Yosys 0.63+post, stock flow scripts
make -C /OpenROAD-flow-scripts/flow DESIGN_CONFIG=/design/flow/config.mk WORK_HOME=/design/flow/orfs finish
</file>
<file path="design/flow/config.mk">
export PLATFORM = sky130hd
export DESIGN_NAME = extractor
export DESIGN_NICKNAME = extractor
export VERILOG_FILES = /design/flow/design.v
export SDC_FILE = /design/flow/constraint.sdc
export NUM_CORES = 4
export LEC_CHECK = 1
export CORE_AREA = 10 10 70 70
export DIE_AREA = 0 0 80 80
</file>
<file path="design/flow/constraint.sdc">
current_design extractor

set clk_period 2.8
set clk_io_pct 0.2

create_clock -name clk0 -period $clk_period

set non_clock_inputs [all_inputs -no_clocks]
set_input_delay [expr $clk_period * $clk_io_pct] -clock clk0 $non_clock_inputs
set_output_delay [expr $clk_period * $clk_io_pct] -clock clk0 [all_outputs]
</file>
<file path="design/flow/design.v">
module extractor(
  input wire [31:0] ins,
  output reg [63:0] imm_data
);
  reg andi;
  reg sel1, sel2;
  always @(ins)
  begin
    andi = (ins[0] & ins[1] & ~ins[2] & ~ins[3] & ins[4] & ~ins[5] & ~ins[6]);
    sel1 = ins[5];
    sel2 = ins[4];
    if(sel1 && ~andi)
    begin
      imm_data[9:0] <= {ins[30:25] , ins[11:8]};
      imm_data[63:10] <= {54{ins[30]}};
    end
    else
    begin
      if(sel2 && ~andi)
      begin
        imm_data[11:0] <= {ins[31:25] , ins[11:7]};
        imm_data[63:12] <= {52{ins[31]}};  
      end
      else
      begin
        imm_data[11:0] <= ins[31:20];
        imm_data[63:12] <= {52{ins[31]}};
      end
    end
  end
endmodule 
</file>
==> Slide: Implementation Results <==
Flow Results at a Glance

Run status
  – Run status: complete, no violations

Worst setup path
  – CP bufs+invs: 2
  – CP required: roughly 2.2 ns
  – WS Path Type: primary input to primary output
  – CP peak stage delay: 0.44 ns
  – Worst path top cell family by delay: buffers and inverters
  – Critical Path Start Type: primary input
  – CP Cell Sequence: clkdlybuf4s50_1 -> and4bb_2 -> nor3b_4 -> o311a_1 -> dlygate4sd2_1
  – CP Capture Type: primary output
  – Slowest cell on crit path: clkdlybuf4s50_1
  – Critical path peak fanout: 5
  – Arr. time, crit path: roughly 2 ns

Placement
  – DP HPWL: around 2200 um
  – Routability congestion estimate from global placement: between 0.7 and 0.8
  – Post-place instance area: approximately 0.0012 sq mm
  – Port Buf Inserts: a little under 90

Synthesis
  – Ys cells: between 90 and 100
  – Synthesized netlist cell count: 92
  – Synth cell types: 15
  – Synth Seq Share: 0
  – Synth Cell Area: 673 sq um
  – Yosys Chip Area: slightly below 700 sq um
  – Yosys warning tally: 1
  – Mean Syn Cell Area: 7.32 sq um

Final layout
  – Top cell excl fill/tap: clkdlybuf4s50_1
  – Layout cells sized above 1: 0.0781
  – Area of the multi-input gates: roughly 260 sq um
  – Flop count: 0
  – Design area: 0.00125 sq mm
  – Area grow syn2layout: 85.7%
  – Clock buf count: 0
  – Post-layout util: 0.366
  – Reg area: 0 sq um
  – FILL cells: 352

Floorplan
  – Die Wd: approximately 80 um
  – Core ar.: approximately 0.0034 sq mm
  – Fp util: 0.197
  – Row cnt: 21
  – Die height: around 80 um
  – Chip area: between 0.006 and 0.007 sq mm
  – IO Count: 96

Power and ir drop
  – Leakage: roughly 0.0005 uW
  – Power per cell area: between 150 and 200 mW/mm^2
  – VDD IR max: 0.0000727 V
  – Total Power: around 210 uW

GRT
  – Initial antenna violation count: 0
  – Pin count of the biggest net entering global routing: 54
  – First-pass GRT wire length: 3610 um
  – GR Util All Layers: 0.0681
  – Gr ovfl total: 0
  – Vias in the first global route: about 650

Hold path
  – Hold Path Stages: 3
  – Hold Path Class: primary input to primary output
  – Beginning of the worst hold path: ins[10]
  – Hold Path End: imm_data[3]

Routing
  – Ant. Diodes: 0
  – TritonRoute pass-1 iters: 2
  – ANT nets after route: 0
  – Via count: ~630
  – Vias per cell: around 3.6
  – Initial DRC count: around 47
  – Final wirelength: between 2000 and 3000 um
  – Remaining DRCs: 0
  – Wire per inst: between 10 and 15 um

Timing
  – Endpoints failing setup: 0
  – Tmin final: around 2.6 ns
  – Max-slew violation count: 0
  – Final hold violation count: 0
  – Minimum hold slack: about 1.8 ns
  – Period utilization: 0.915
  – Fmax: between 0.3 and 0.4 GHz
  – Slew @ Worst Pin: between 0.2 and 0.3 ns
  – RSZ-0062 raised after global routing: false
  – Worst slew margin: 0.800

CTS
  – Postcts setup bufs: 0

Job
  – Tool warning count: ~40
  – Max-Cap Viols: 0
[tightest hold or removal path, stage by stage]
cell,delay [ns]
clkdlybuf4s50_1,0.48
o311a_1,0.16
dlymetal6s2s_1,0.09
[worst max path at each step]
| stage | startpoint | to | slack (ns) | cells past startpoint |
|---|---|---|---|---|
| final | ins[3] | imm_data[4] | 0.24 | 5 |
| after CTS | ins[3] | imm_data[1] | 0.01 | 5 |
| after global routing | ins[3] | imm_data[4] | 0.15 | 5 |
[report_power, final]
group	total [uW]	switching [uW]	internal, uW
registers	0	0	0
logic	209	49.4	160
clock network	0	0	0
total	209	49.4	160
[per-layer routing]
metal	up-vias	track usage	part of all wire
met1	268	0.0692	0.35
li1	336	-	-
met5	-	0	0
met3	0	0.0261	0.078
met2	21	0.134	0.57
met4	0	0	0
[synth_stat cells]
library cell / instances / area share
nand2_1: 1 / 0.0056
clkbuf_1: 1 / 0.0056
nand2b_1: 1 / 0.0093
inv_1: 2 / 0.011
nor3b_4: 1 / 0.028
mux2_2: 4 / 0.067
or3_1: 5 / 0.046
and4bb_2: 1 / 0.019
o21ai_0: 2 / 0.015
buf_4: 53 / 0.59
nor2b_1: 5 / 0.046
buf_2: 1 / 0.0074
a21oi_1: 5 / 0.037
nor3_1: 5 / 0.037
o311a_1: 5 / 0.074
[kinds of logic (layout without fill, tap and decap cells)]
family,count (synthesis),in the layout,share of synthesized area
buffers and inverters,57,93,0.615
muxes,4,4,0.0669
and+or+nand+nor,19,19,0.191
AOI/OAI and AO/OA,12,12,0.126
[area by class of cell]
class	instances	area share
Inverter	2	0.00601
Multi-Input combinational cell	35	0.210
Tap cell	46	0.0460
Timing Repair Buffer	91	0.738
[through the flow]
stage	cells	setup TNS (ns)	worst slack [ns]
global placement	174	-0.0845	-0.0257
floorplan	92	0	0.0200
CTS	174	0	0.0100
global route	174	0	0.147
detailed placement	174	-0.0398	-0.0181
finish	174	0	0.237
[repair_timing]
action                     CTS  global route
hold buffers                 0             0
pin swaps                    3             4
resized                      3             4
setup endpoints to repair    5             3
Power and IR drop assume default switching activity.
